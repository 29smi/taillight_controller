`./design.v`:
```
`timescale 1ns / 1ps
module taillight_controller(
   input wire clk,
   input wire rst_n,
   input wire turn_right,
   input wire turn_left,
   input wire brake,
   output reg [2:0]  right_taillight_control,
   output reg [2:0]  left_taillight_control
);
   reg [3:0]  count_left;     
   reg [3:0]  count_right;
   reg [1:0]  state_left;       
   reg [1:0]  state_right;
   reg [2:0]  right_taillight_control_next;
   reg [2:0]  left_taillight_control_next;
   reg [2:0]  count_next_left;
   reg [2:0]  count_next_right;
   reg [1:0]  state_next_left;
   reg [1:0]  state_next_right;
   always @(posedge clk or negedge rst_n) begin
       if (rst_n == 0) begin
           left_taillight_control  <= 3'b000;
           right_taillight_control <= 3'b000;
           count_left              <= 3'b000;
           count_right             <= 3'b000;
           state_left              <= 2'b00;
           state_right             <= 2'b00;
       end else begin
           left_taillight_control  <= left_taillight_control_next;
           right_taillight_control <= right_taillight_control_next;
           count_left              <= count_next_left;
           count_right             <= count_next_right;
           state_left              <= state_next_left;
           state_right             <= state_next_right;
       end
   end
always @(*)
begin
   left_taillight_control_next   = left_taillight_control;
   right_taillight_control_next  = right_taillight_control;
   count_next_left               = count_left;
   count_next_right              = count_right;
   state_next_left               = state_left;
   state_next_right              = state_right;
   if((!turn_left && turn_right) || (turn_right && brake && !turn_left)) begin
       count_next_left = 3'b000;
       left_taillight_control_next = 3'b000;
       state_next_left = 2'b00;
   end
   if((turn_left && !turn_right) || (turn_left && brake && !turn_right)) begin
       count_next_right = 3'b000;
       right_taillight_control_next = 3'b000;
       state_next_right = 2'b00;
   end
   if (turn_left && !brake && !turn_right)
   begin
       case (state_left)
           2'b00: left_taillight_control_next = 3'b001;
           2'b01: left_taillight_control_next = 3'b011;
           2'b10: left_taillight_control_next = 3'b111;
           default: left_taillight_control_next = 3'b000;
       endcase
       if (count_left == 4) begin
           state_next_left = state_left + 1;
           count_next_left = 0;
       end else begin
           count_next_left = count_left + 1;
       end 
   end
   if (turn_right && !brake && !turn_left)
   begin
       case (state_right)
           2'b00: right_taillight_control_next = 3'b001;
           2'b01: right_taillight_control_next = 3'b011;
           2'b10: right_taillight_control_next = 3'b111;
           default: right_taillight_control_next = 3'b000;
       endcase
       if (count_right == 4) begin
           state_next_right = state_right + 1;
           count_next_right = 0;
       end else begin
           count_next_right = count_right + 1;
       end
   end
   if(brake) begin
       right_taillight_control_next = 3'b111;
       left_taillight_control_next  = 3'b111;
       if(turn_left) begin
           case(state_left)
               2'b00: left_taillight_control_next = 3'b111;
               2'b01: left_taillight_control_next = 3'b110;
               2'b10: left_taillight_control_next = 3'b100;
               default : left_taillight_control_next = 3'b000;
           endcase
           if (count_left == 4) begin
               state_next_left = state_left + 1;
               count_next_left = 0;
           end else begin
               count_next_left = count_left + 1;
           end 
       end
       if(turn_right) begin
           case (state_right)
               2'b00: right_taillight_control_next = 3'b111;
               2'b01: right_taillight_control_next = 3'b110;
               2'b10: right_taillight_control_next = 3'b100;
               default: right_taillight_control_next = 3'b000;
           endcase
           if (count_right == 4) begin
               state_next_right = state_right + 1;
               count_next_right = 0;
           end else begin
               count_next_right = count_right + 1;
           end
       end
   end
   if((turn_left && turn_right && !brake) || (!turn_left && !turn_right && !brake)) begin
       left_taillight_control_next = 3'b000;
       right_taillight_control_next = 3'b000;
       state_next_left = 2'b00;
       count_next_left = 3'b000;
       state_next_right = 2'b00;
       count_next_right = 3'b000;
   end
end
endmodule
```
`./config.mk`:
```
export PLATFORM = sky130hd
export DESIGN_NAME = taillight_controller
export DESIGN_NICKNAME = taillight_controller
export VERILOG_FILES = /design/flow/design.v
export SDC_FILE = /design/flow/constraint.sdc
export NUM_CORES = 4
export LEC_CHECK = 1
export CORE_AREA = 10 10 78 78
export DIE_AREA = 0 0 88 88
```
`./constraint.sdc`:
```
current_design taillight_controller

set clk_period 1.9
set clk_io_pct 0.2

create_clock -name clk0 -period $clk_period [get_ports {clk}]

set non_clock_inputs [all_inputs -no_clocks]
set_input_delay [expr $clk_period * $clk_io_pct] -clock clk0 $non_clock_inputs
set_output_delay [expr $clk_period * $clk_io_pct] -clock clk0 [all_outputs]
```
`./run.sh`:
```
#!/bin/bash
# OpenROAD 26Q1-2900-gdf79404cd8, Yosys 0.63+post, stock flow scripts
make -C /OpenROAD-flow-scripts/flow DESIGN_CONFIG=/design/flow/config.mk WORK_HOME=/design/flow/orfs finish
```
==> summary.txt <==
Run status = finished clean
Worst EP required = 2030 ps
Final instance area = 1160 um2
Seq pwr share = 0.469
Startpoint types = input port
Finished Layout Cells = 153
R2r setup slk = 620 ps
Yosys reg bits = 16
Clk pwr share = 0.371
Width of the die = 88 um
Initial Util = 0.213
Final Hold Fails = 0
Busiest grt layer = met1
Post-CTS Resized = 0
Cell Type Count = 28
Initial antenna violation count = 0
R2R cell count = 4
Worst Path Max Fanout = 10
Share of post-route cells with drive strength above 1 = 0.119
Sw Share = 0.239
Placed Area = 1100 um2
Dpl ws = 234 ps
TritonCTS Sinks = 16
Worst path arrival time = 1550 ps
Final setup vio count = 0
Inserted Clock Buffers = 3
Worst hold slack = 454 ps
CTS tree = built
Final Skew = 4.69 ps
Chip Area = 7740 um2
Crit end category = flop
Post-CTS Hold Buffers = 0
Fin crit share = 0.750
Vias post-DR = 646
Post-Syn Instances = 87
Tmin final = 1430 ps
Worst min path class = in -> async
RSZ-0062 raised after global routing = no
First-pass GRT wire length = 3.01 mm
Final HPWL DP = 1.36 mm
Buffers & Inverters on Critical Path = 2
F_max = 702 MHz
Int Pwr = 0.609 mW
Primary FF master, synth = dfrtp_1
Logic area = 464 um2
Grt met1 use = 0.0777
Post-CTS Setup Inserts = 0
Vias in the first global route = 640
Switching power = 0.191 mW
Io pins = 11
LEAKAGE = 0.510 nW
Max clock buf depth = 2
DR pass1 iterations = 4
Post-route DRC = 0
GRT Util Overall = 0.0473
Gpl congestion = 0.812
Clk ins delay skew pair = 250 ps
Finished Core Util = 0.263
Reg clk slew, reported paths = 60 ps
CP max stage cell = clkdlybuf4s50_1
Worst reg2reg endpoint = count_right[1]
Count of buffers from port buffering = 10
Crit Path Class = in -> reg
Max-cap violations = 0
Post-synth EDFFs = 0
Via-to-Cell Ratio = 4.22
Met2 usage in global routing = 0.0542
Layout fillers = 451
Yosys stat chip area = 941 um2
Drt initial violations = 51
Register area = 400 um2
Setup_tns = 0 ps
Total power = 0.800 mW
Yosys Instances = 87
Crit-path leading delay family = buffers and inverters
Max-slew violation count = 0
Post-synth ARST share = 1.00
Register share after synthesis = 0.426
Area grow syn2layout = 23.3%
Beginning of the worst register-to-register path = count_right[0]
FP Rows = 24
Core area = 4410 um2
Final WL = 1.73 mm
Largest net degree at the start of global routing = 20
Power Dens Cells = 690 nW/um2
Syn_area_per_cell = 10.8 um2
Slowest cell delay on critical path = 670 ps
WL per Instance = 11.3 um
Setup WS post-layout = 475 ps
Die Y = 88 um
Cell area after synthesis = 941 um2
Crit-path cells = clkdlybuf4s50_1 > inv_2 > o41ai_2
H-tree depth = 1
Remaining global-route overflow = 0
Tool Warnings = 32
Combinational Power Share = 0.160
Ant. Diodes = 0
Worst slew margin = 0.725
Worst-margin pin slew = 407 ps
Dpl cells = 149
Met3 GRT Util = 0.0215
Clock root buffer = clkbuf_8
Synth warnings = 1
ANT nets after route = 0
VDD IR-drop max = 0.284 mV
## worst register-to-register path, delay by kind of cell (launching register included)
kind / cells / cell delay (ps)
AOI/OAI and AO/OA: 2 / 430
adders and majority gates: 1 / 300
DFF: 1 / 370
buffers and inverters: 1 / 70
## per-layer routing
layer  up-vias  wire length (um)
met5         -                 0
met4         0                11
met3         2               175
met2        15               566
met1       291               979
li1        338                 -
## power groups by stage
stage | Sequential [mW] | Clock [mW] | Combinational (mW)
finish | 0.375 | 0.297 | 0.128
global route | 0.378 | 0.318 | 0.146
CTS | 0.376 | 0.305 | 0.130
## Yosys cell counts (all sizes together), types with 2 or more instances
| master | number | area share |
|---|---|---|
| nor2 | 3 | 0.020 |
| dfrtp | 16 | 0.43 |
| and2b | 2 | 0.016 |
| o21ai | 4 | 0.021 |
| xnor2 | 2 | 0.019 |
| buf | 4 | 0.033 |
| o2111ai | 2 | 0.019 |
| ha | 11 | 0.15 |
| mux2i | 3 | 0.032 |
| a31oi | 4 | 0.027 |
| a21oi | 5 | 0.027 |
| o2bb2ai | 7 | 0.065 |
| o41ai | 2 | 0.027 |
| nand2 | 3 | 0.012 |
| inv | 12 | 0.048 |
## flip-flops by register name, summed over array words and instances (netlist names)
register                 count
left_taillight_control       3
count_right                  3
state_left                   2
count_left                   3
state_right                  2
right_taillight_control      3
## kinds of logic (layout without fill, tap and decap cells)
group / Yosys count / count (layout) / share of synthesized area
compound gates: 28 / 28 / 0.221
mux: 3 / 3 / 0.0319
flops: 16 / 16 / 0.426
fa+ha+maj: 11 / 11 / 0.146
buf+inv: 16 / 30 / 0.0811
xor+xnor: 2 / 2 / 0.0186
simple gates: 11 / 11 / 0.0758
## final cells by class
type / instances / share of cell area
Clock buffer: 4 / 0.0475
Inverter: 12 / 0.0388
Multi-Input combinational cell: 55 / 0.400
Sequential cell: 16 / 0.345
Tap cell: 52 / 0.0561
Timing Repair Buffer: 14 / 0.112
## how the worst max path moves through the flow
stage                                 startpoint                    endpoint  slack [ps]  cells past startpoint
final                                  turn_left   left_taillight_control[0]         470                      3
after global routing                   turn_left              count_right[2]         400                      4
after CTS             right_taillight_control[2]  right_taillight_control[2]         470                      1
## cells in the final DEF (no fill, tap or decap)
cell type / n
ha_1: 11
o21ai_1: 2
nand2b_4: 1
o41ai_2: 1
and2b_1: 2
clkdlybuf4s50_1: 10
buf_4: 4
nor2_1: 2
xnor2_1: 2
o21ai_0: 2
o31ai_1: 1
inv_2: 1
inv_1: 11
clkbuf_8: 4
a32o_1: 1
o2bb2ai_1: 7
dfrtp_1: 16
o41ai_1: 1
o21bai_1: 1
o2111ai_1: 2
a21oi_1: 5
a22o_1: 1
nand2_1: 3
nor3b_1: 1
nor2_4: 1
nand3_1: 1
a31oi_1: 4
mux2i_1: 3
Power is estimated from default activity; no workload was simulated.
